### config.mk
export PLATFORM = sky130hd
export DESIGN_NAME = S_convertion
export DESIGN_NICKNAME = S_convertion
export VERILOG_FILES = /design/flow/design.v
export SDC_FILE = /design/flow/constraint.sdc
export NUM_CORES = 4
export LEC_CHECK = 1
export CORE_UTILIZATION = 30
### constraint.sdc
current_design S_convertion

set clk_period 4.1
set clk_io_pct 0.2

create_clock -name clk0 -period $clk_period

set non_clock_inputs [all_inputs -no_clocks]
set_input_delay [expr $clk_period * $clk_io_pct] -clock clk0 $non_clock_inputs
set_output_delay [expr $clk_period * $clk_io_pct] -clock clk0 [all_outputs]
### design.v
`timescale 1ns / 1ps
module S_convertion(
	input [7:0] input_bytes,
	output [7:0] output_bytes
);
	reg [7:0] array [0:255];
	initial
	begin
		array[ 0 ] = 8'h FC ;
		array[ 1 ] = 8'h  EE ;
		array[ 2 ] = 8'h  DD ;
		array[ 3 ] = 8'h  11 ;
		array[ 4 ] = 8'h  CF ;
		array[ 5 ] = 8'h  6E ;
		array[ 6 ] = 8'h  31 ;
		array[ 7 ] = 8'h  16 ;
		array[ 8 ] = 8'h  FB ;
		array[ 9 ] = 8'h  C4 ;
		array[ 10 ] = 8'h  FA ;
		array[ 11 ] = 8'h  DA ;
		array[ 12 ] = 8'h  23 ;
		array[ 13 ] = 8'h  C5 ;
		array[ 14 ] = 8'h  04 ;
		array[ 15 ] = 8'h  4D ;
		array[ 16 ] = 8'h E9 ;
		array[ 17 ] = 8'h  77 ;
		array[ 18 ] = 8'h  F0 ;
		array[ 19 ] = 8'h  DB ;
		array[ 20 ] = 8'h  93 ;
		array[ 21 ] = 8'h  2E ;
		array[ 22 ] = 8'h  99 ;
		array[ 23 ] = 8'h  BA ;
		array[ 24 ] = 8'h  17 ;
		array[ 25 ] = 8'h  36 ;
		array[ 26 ] = 8'h  F1 ;
		array[ 27 ] = 8'h  BB ;
		array[ 28 ] = 8'h  14 ;
		array[ 29 ] = 8'h  CD ;
		array[ 30 ] = 8'h  5F ;
		array[ 31 ] = 8'h  C1 ;
		array[ 32 ] = 8'h F9 ;
		array[ 33 ] = 8'h  18 ;
		array[ 34 ] = 8'h  65 ;
		array[ 35 ] = 8'h  5A ;
		array[ 36 ] = 8'h  E2 ;
		array[ 37 ] = 8'h  5C ;
		array[ 38 ] = 8'h  EF ;
		array[ 39 ] = 8'h  21 ;
		array[ 40 ] = 8'h  81 ;
		array[ 41 ] = 8'h  1C ;
		array[ 42 ] = 8'h  3C ;
		array[ 43 ] = 8'h  42 ;
		array[ 44 ] = 8'h  8B ;
		array[ 45 ] = 8'h  01 ;
		array[ 46 ] = 8'h  8E ;
		array[ 47 ] = 8'h  4F ;
		array[ 48 ] = 8'h 05 ;
		array[ 49 ] = 8'h  84 ;
		array[ 50 ] = 8'h  02 ;
		array[ 51 ] = 8'h  AE ;
		array[ 52 ] = 8'h  E3 ;
		array[ 53 ] = 8'h  6A ;
		array[ 54 ] = 8'h  8F ;
		array[ 55 ] = 8'h  A0 ;
		array[ 56 ] = 8'h  06 ;
		array[ 57 ] = 8'h  0B ;
		array[ 58 ] = 8'h  ED ;
		array[ 59 ] = 8'h  98 ;
		array[ 60 ] = 8'h  7F ;
		array[ 61 ] = 8'h  D4 ;
		array[ 62 ] = 8'h  D3 ;
		array[ 63 ] = 8'h  1F ;
		array[ 64 ] = 8'h EB ;
		array[ 65 ] = 8'h  34 ;
		array[ 66 ] = 8'h  2C ;
		array[ 67 ] = 8'h  51 ;
		array[ 68 ] = 8'h  EA ;
		array[ 69 ] = 8'h  C8 ;
		array[ 70 ] = 8'h  48 ;
		array[ 71 ] = 8'h  AB ;
		array[ 72 ] = 8'h  F2 ;
		array[ 73 ] = 8'h  2A ;
		array[ 74 ] = 8'h  68 ;
		array[ 75 ] = 8'h  A2 ;
		array[ 76 ] = 8'h  FD ;
		array[ 77 ] = 8'h  3A ;
		array[ 78 ] = 8'h  CE ;
		array[ 79 ] = 8'h  CC ;
		array[ 80 ] = 8'h B5 ;
		array[ 81 ] = 8'h  70 ;
		array[ 82 ] = 8'h  0E ;
		array[ 83 ] = 8'h  56 ;
		array[ 84 ] = 8'h  08 ;
		array[ 85 ] = 8'h  0C ;
		array[ 86 ] = 8'h  76 ;
		array[ 87 ] = 8'h  12 ;
		array[ 88 ] = 8'h  BF ;
		array[ 89 ] = 8'h  72 ;
		array[ 90 ] = 8'h  13 ;
		array[ 91 ] = 8'h  47 ;
		array[ 92 ] = 8'h  9C ;
		array[ 93 ] = 8'h  B7 ;
		array[ 94 ] = 8'h  5D ;
		array[ 95 ] = 8'h  87 ;
		array[ 96 ] = 8'h 15 ;
		array[ 97 ] = 8'h  A1 ;
		array[ 98 ] = 8'h  96 ;
		array[ 99 ] = 8'h  29 ;
		array[ 100 ] = 8'h  10 ;
		array[ 101 ] = 8'h  7B ;
		array[ 102 ] = 8'h  9A ;
		array[ 103 ] = 8'h  C7 ;
		array[ 104 ] = 8'h  F3 ;
		array[ 105 ] = 8'h  91 ;
		array[ 106 ] = 8'h  78 ;
		array[ 107 ] = 8'h  6F ;
		array[ 108 ] = 8'h  9D ;
		array[ 109 ] = 8'h  9E ;
		array[ 110 ] = 8'h  B2 ;
		array[ 111 ] = 8'h  B1 ;
		array[ 112 ] = 8'h 32 ;
		array[ 113 ] = 8'h  75 ;
		array[ 114 ] = 8'h  19 ;
		array[ 115 ] = 8'h  3D ;
		array[ 116 ] = 8'h  FF ;
		array[ 117 ] = 8'h  35 ;
		array[ 118 ] = 8'h  8A ;
		array[ 119 ] = 8'h  7E ;
		array[ 120 ] = 8'h  6D ;
		array[ 121 ] = 8'h  54 ;
		array[ 122 ] = 8'h  C6 ;
		array[ 123 ] = 8'h  80 ;
		array[ 124 ] = 8'h  C3 ;
		array[ 125 ] = 8'h  BD ;
		array[ 126 ] = 8'h  0D ;
		array[ 127 ] = 8'h  57 ;
		array[ 128 ] = 8'h DF ;
		array[ 129 ] = 8'h  F5 ;
		array[ 130 ] = 8'h  24 ;
		array[ 131 ] = 8'h  A9 ;
		array[ 132 ] = 8'h  3E ;
		array[ 133 ] = 8'h  A8 ;
		array[ 134 ] = 8'h  43 ;
		array[ 135 ] = 8'h  C9 ;
		array[ 136 ] = 8'h  D7 ;
		array[ 137 ] = 8'h  79 ;
		array[ 138 ] = 8'h  D6 ;
		array[ 139 ] = 8'h  F6 ;
		array[ 140 ] = 8'h  7C ;
		array[ 141 ] = 8'h  22 ;
		array[ 142 ] = 8'h  B9 ;
		array[ 143 ] = 8'h  03 ;
		array[ 144 ] = 8'h E0 ;
		array[ 145 ] = 8'h  0F ;
		array[ 146 ] = 8'h  EC ;
		array[ 147 ] = 8'h  DE ;
		array[ 148 ] = 8'h  7A ;
		array[ 149 ] = 8'h  94 ;
		array[ 150 ] = 8'h  B0 ;
		array[ 151 ] = 8'h  BC ;
		array[ 152 ] = 8'h  DC ;
		array[ 153 ] = 8'h  E8 ;
		array[ 154 ] = 8'h  28 ;
		array[ 155 ] = 8'h  50 ;
		array[ 156 ] = 8'h  4E ;
		array[ 157 ] = 8'h  33 ;
		array[ 158 ] = 8'h  0A ;
		array[ 159 ] = 8'h  4A ;
		array[ 160 ] = 8'h A7 ;
		array[ 161 ] = 8'h  97 ;
		array[ 162 ] = 8'h  60 ;
		array[ 163 ] = 8'h  73 ;
		array[ 164 ] = 8'h  1E ;
		array[ 165 ] = 8'h  00 ;
		array[ 166 ] = 8'h  62 ;
		array[ 167 ] = 8'h  44 ;
		array[ 168 ] = 8'h  1A ;
		array[ 169 ] = 8'h  B8 ;
		array[ 170 ] = 8'h  38 ;
		array[ 171 ] = 8'h  82 ;
		array[ 172 ] = 8'h  64 ;
		array[ 173 ] = 8'h  9F ;
		array[ 174 ] = 8'h  26 ;
		array[ 175 ] = 8'h  41 ;
		array[ 176 ] = 8'h AD ;
		array[ 177 ] = 8'h  45 ;
		array[ 178 ] = 8'h  46 ;
		array[ 179 ] = 8'h  92 ;
		array[ 180 ] = 8'h  27 ;
		array[ 181 ] = 8'h  5E ;
		array[ 182 ] = 8'h  55 ;
		array[ 183 ] = 8'h  2F ;
		array[ 184 ] = 8'h  8C ;
		array[ 185 ] = 8'h  A3 ;
		array[ 186 ] = 8'h  A5 ;
		array[ 187 ] = 8'h  7D ;
		array[ 188 ] = 8'h  69 ;
		array[ 189 ] = 8'h  D5 ;
		array[ 190 ] = 8'h  95 ;
		array[ 191 ] = 8'h  3B ;
		array[ 192 ] = 8'h 07 ;
		array[ 193 ] = 8'h  58 ;
		array[ 194 ] = 8'h  B3 ;
		array[ 195 ] = 8'h  40 ;
		array[ 196 ] = 8'h  86 ;
		array[ 197 ] = 8'h  AC ;
		array[ 198 ] = 8'h  1D ;
		array[ 199 ] = 8'h  F7 ;
		array[ 200 ] = 8'h  30 ;
		array[ 201 ] = 8'h  37 ;
		array[ 202 ] = 8'h  6B ;
		array[ 203 ] = 8'h  E4 ;
		array[ 204 ] = 8'h  88 ;
		array[ 205 ] = 8'h  D9 ;
		array[ 206 ] = 8'h  E7 ;
		array[ 207 ] = 8'h  89 ;
		array[ 208 ] = 8'h E1 ;
		array[ 209 ] = 8'h  1B ;
		array[ 210 ] = 8'h  83 ;
		array[ 211 ] = 8'h  49 ;
		array[ 212 ] = 8'h  4C ;
		array[ 213 ] = 8'h  3F ;
		array[ 214 ] = 8'h  F8 ;
		array[ 215 ] = 8'h  FE ;
		array[ 216 ] = 8'h  8D ;
		array[ 217 ] = 8'h  53 ;
		array[ 218 ] = 8'h  AA ;
		array[ 219 ] = 8'h  90 ;
		array[ 220 ] = 8'h  CA ;
		array[ 221 ] = 8'h  D8 ;
		array[ 222 ] = 8'h  85 ;
		array[ 223 ] = 8'h  61 ;
		array[ 224 ] = 8'h 20 ;
		array[ 225 ] = 8'h  71 ;
		array[ 226 ] = 8'h  67 ;
		array[ 227 ] = 8'h  A4 ;
		array[ 228 ] = 8'h  2D ;
		array[ 229 ] = 8'h  2B ;
		array[ 230 ] = 8'h  09 ;
		array[ 231 ] = 8'h  5B ;
		array[ 232 ] = 8'h  CB ;
		array[ 233 ] = 8'h  9B ;
		array[ 234 ] = 8'h  25 ;
		array[ 235 ] = 8'h  D0 ;
		array[ 236 ] = 8'h  BE ;
		array[ 237 ] = 8'h  E5 ;
		array[ 238 ] = 8'h  6C ;
		array[ 239 ] = 8'h  52 ;
		array[ 240 ] = 8'h 59 ;
		array[ 241 ] = 8'h  A6 ;
		array[ 242 ] = 8'h  74 ;
		array[ 243 ] = 8'h  D2 ;
		array[ 244 ] = 8'h  E6 ;
		array[ 245 ] = 8'h  F4 ;
		array[ 246 ] = 8'h  B4 ;
		array[ 247 ] = 8'h  C0 ;
		array[ 248 ] = 8'h  D1 ;
		array[ 249 ] = 8'h  66 ;
		array[ 250 ] = 8'h  AF ;
		array[ 251 ] = 8'h  C2 ;
		array[ 252 ] = 8'h  39 ;
		array[ 253 ] = 8'h  4B ;
		array[ 254 ] = 8'h  63 ;
		array[ 255 ] = 8'h  B6 ;
	end
	assign output_bytes = array[input_bytes];
endmodule
### run.sh
#!/bin/bash
# OpenROAD 26Q1-2900-gdf79404cd8, Yosys 0.63+post, stock flow scripts
make -C /OpenROAD-flow-scripts/flow DESIGN_CONFIG=/design/flow/config.mk WORK_HOME=/design/flow/orfs finish
==> flow_summary.ini <==
; flow metrics
[status]
run_status = completed

[floorplan]
num_rows = 37
chipArea_um2 = 11100
dieWidth_um = 105
core_um2 = 10300
die_h_um = 105
io_pins = 16
fp-utilization_pct = 31.0

[yosys]
avgSynthCellArea_um2 = 5.90
synthMuxAreaShare_pct = 3.40
yosys.stat.seqShare_pct = 0
synthCells = 543
adder_share_pct = 4.69
xor_area_share_pct = 0.547
synth-simple-area-share_pct = 29.7
yosys_warnings = 1
yosysCellCount = 543
topCombFamilyByArea = AND-OR/OR-AND gates
synth.cellmix.compoundShare_pct = 51.5
yosys_area_um2 = 3200
yosysUniqueCellTypes = 64
mappedNetlistArea_um2 = 3200

[critical_path]
critPathMaxStageDelay_ns = 0.52
path_max_fanout = 19
path_class = input pin to output pin
worstSetupEndpointType = output pin
cp.arrival_ns = 3.18
start_kind = input pin
worst_path_max_delay_cell = clkdlybuf4s50_1
crit_required_ns = 3.28
crit_chain = clkbuf_4, buf_12, buf_4, nand2b_1, buf_4, a311o_1, a21oi_1, a211oi_1, o22ai_1, clkdlybuf4s50_1
crit_path_frequent_cell = buf_4

[global_route]
grt_pass1_wl_mm = 30.9
grtUsageTotal_pct = 37.8
grt_pass1_vias = 4851
grt_max_degree = 54
gr-total-overflow = 0
antenna_found_initial = 0

[route]
via_per_inst = 6.43
ant_nets = 0
first_pass_iters = 5
drc_errors = 0
dr_total_vias = 5117
wl_per_cell_um = 25.4
insertedDiodeCount = 0
drt_wl_total_mm = 20.2
drt-initial-drc-count = 504

[place]
io_buffers = 16
dp_cells = 792
placed_area_um2 = 4590
place.gp.congestion = 1.09
hpwl_mm = 15.6

[worst_hold_path]
hp-class = input pin to output pin
hold_start = input_bytes[3]
hold_depth = 6
min_to = output_bytes[0]

[cells_and_area]
nFillCells = 1058
area.sequential_um2 = 0
layout_top_cells = 155 x buf_4, 59 x a21oi_1, 50 x nand2_1
drive_gt1_share_pct = 32.3
fin_cells = 796
area_delta_synth_final_pct = 50.1
final_common_cell = buf_4
nFlopsAndLatches = 0
post-route-cell-area_um2 = 4810
num-clock-buffers = 0

[power_and_ir_drop]
pwr_density_cell_nw_per_um2 = 137
ir_drop_uv = 60.8
total_leakage_power_nw = 1.93

[timing]
fin_crit_sh_pct = 97.7
worst_slew_pin_slew_ns = 0.558
setup_viol = 0
final-max-slew-violation-count = 0
grt_setup_unrepaired = no
holdWs_ns = 2.51
fmax_mhz = 250
finalCriticalPeriod_ns = 4.00
max-slew-margin-rel_pct = 62.8
hold_viol = 0

[clock_network]
hold_buffers = 0

[run]
cap_violations = 0
tool_warnings = 42
## cell usage after synthesis, types with 15 or more instances
| library cell | number | share of area (%) |
|---|---|---|
| a31oi_1 | 15 | 2.9 |
| clkbuf_1 | 45 | 5.3 |
| a211oi_1 | 26 | 6.1 |
| nand2b_1 | 23 | 4.5 |
| o21ai_1 | 21 | 3.3 |
| a21oi_1 | 60 | 9.4 |
| o21ai_0 | 37 | 5.8 |
| buf_2 | 18 | 2.8 |
| nor2_1 | 40 | 4.7 |
| o211ai_1 | 15 | 3.5 |
| nor3_1 | 20 | 3.1 |
| nand2_1 | 51 | 6.0 |
| nand3_1 | 20 | 3.1 |
## stage by stage
stage / total power, W / setup TNS [ns] / util [%] / setup WS [ns]
after global placement: 0.000616 / -2.39 / 44.5 / -0.388
after global routing: 0.000695 / 0 / 46.6 / 0.00230
after CTS: 0.000627 / 0 / 45.8 / 0.00365
after detailed placement: 0.000605 / -2.49 / 44.5 / -0.411
after floorplan: 0.000298 / 0 / - / 0.500
final: 0.000657 / 0 / 46.6 / 0.0962
## power breakdown
part / internal (W) / switching, W
clock network: 0 / 0
logic: 0.000291 / 0.000365
registers: 0 / 0
total: 0.000291 / 0.000365
## layer usage
| metal | vias to the layer above | global-route usage [%] | part of all wire [%] |
|---|---|---|---|
| met5 | - | 0 | 0 |
| met2 | 353 | 54.7 | 42 |
| met4 | 0 | 22.2 | 7.1 |
| met3 | 82 | 4.98 | 10 |
| li1 | 2315 | - | - |
| met1 | 2367 | 53.4 | 41 |
## critical path: cells and delay by family
kind / cells / cell delay (ns)
simple gates: 1 / 0.08
buf+inv: 5 / 1.39
compound gates: 4 / 0.88
## area by class of cell
cell class | instances | area [um^2] | area share (%)
Multi-Input combinational cell | 464 | 3060 | 63.6
Timing Repair Buffer | 185 | 1540 | 32.0
Tap cell | 136 | 170 | 3.54
Inverter | 11 | 41.3 | 0.859
## cells by family (layout without fill, tap and decap cells)
| logic type | count (synthesis) | after routing |
|---|---|---|
| muxes | 7 | 7 |
| AOI/OAI and AO/OA | 249 | 249 |
| xor gates and xnor gates | 2 | 2 |
| adders and majority gates | 12 | 12 |
| buffers and inverters | 79 | 196 |
| and+or+nand+nor | 194 | 194 |
## worst max-delay path by stage
stage	endpoint	startpoint	cells after the start
4_1_cts	output_bytes[5]	input_bytes[2]	10
5_1_grt	output_bytes[1]	input_bytes[2]	9
6_report	output_bytes[5]	input_bytes[2]	10
## what timing repair did
item	in CTS	in global routing
pin swaps	6	7
gates resized	30	20
endpoints found under the setup margin	8	7
gates cloned	1	0
buffers inserted	2	1
Power figures rest on the tool's default switching activity, not on a simulated workload.
