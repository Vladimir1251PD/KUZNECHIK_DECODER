==> design/flow/design.v <==
module S_convertion_revers(
	input [7:0] input_bytes,
	output [7:0] output_bytes
);
	reg [7:0] array [0:255];
	initial
	begin
		array[ 0 ] = 8'h A5 ;
		array[ 1 ] = 8'h  2D ;
		array[ 2 ] = 8'h  32 ;
		array[ 3 ] = 8'h  8F ;
		array[ 4 ] = 8'h  0E ;
		array[ 5 ] = 8'h  30 ;
		array[ 6 ] = 8'h  38 ;
		array[ 7 ] = 8'h  C0 ;
		array[ 8 ] = 8'h  54 ;
		array[ 9 ] = 8'h  E6 ;
		array[ 10 ] = 8'h  9E ;
		array[ 11 ] = 8'h  39 ;
		array[ 12 ] = 8'h  55 ;
		array[ 13 ] = 8'h  7E ;
		array[ 14 ] = 8'h  52 ;
		array[ 15 ] = 8'h  91 ;
		array[ 16 ] = 8'h 64 ;
		array[ 17 ] = 8'h  03 ;
		array[ 18 ] = 8'h  57 ;
		array[ 19 ] = 8'h  5A ;
		array[ 20 ] = 8'h  1C ;
		array[ 21 ] = 8'h  60 ;
		array[ 22 ] = 8'h  07 ;
		array[ 23 ] = 8'h  18 ;
		array[ 24 ] = 8'h  21 ;
		array[ 25 ] = 8'h  72 ;
		array[ 26 ] = 8'h  A8 ;
		array[ 27 ] = 8'h  D1 ;
		array[ 28 ] = 8'h  29 ;
		array[ 29 ] = 8'h  C6 ;
		array[ 30 ] = 8'h  A4 ;
		array[ 31 ] = 8'h  3F ;
		array[ 32 ] = 8'h E0 ;
		array[ 33 ] = 8'h  27 ;
		array[ 34 ] = 8'h  8D ;
		array[ 35 ] = 8'h  0C ;
		array[ 36 ] = 8'h  82 ;
		array[ 37 ] = 8'h  EA ;
		array[ 38 ] = 8'h  AE ;
		array[ 39 ] = 8'h  B4 ;
		array[ 40 ] = 8'h  9A ;
		array[ 41 ] = 8'h  63 ;
		array[ 42 ] = 8'h  49 ;
		array[ 43 ] = 8'h  E5 ;
		array[ 44 ] = 8'h  42 ;
		array[ 45 ] = 8'h  E4 ;
		array[ 46 ] = 8'h  15 ;
		array[ 47 ] = 8'h  B7 ;
		array[ 48 ] = 8'h C8 ;
		array[ 49 ] = 8'h  06 ;
		array[ 50 ] = 8'h  70 ;
		array[ 51 ] = 8'h  9D ;
		array[ 52 ] = 8'h  41 ;
		array[ 53 ] = 8'h  75 ;
		array[ 54 ] = 8'h  19 ;
		array[ 55 ] = 8'h  C9 ;
		array[ 56 ] = 8'h  AA ;
		array[ 57 ] = 8'h  FC ;
		array[ 58 ] = 8'h  4D ;
		array[ 59 ] = 8'h  BF ;
		array[ 60 ] = 8'h  2A ;
		array[ 61 ] = 8'h  73 ;
		array[ 62 ] = 8'h  84 ;
		array[ 63 ] = 8'h  D5 ;
		array[ 64 ] = 8'h C3 ;
		array[ 65 ] = 8'h  AF ;
		array[ 66 ] = 8'h  2B ;
		array[ 67 ] = 8'h  86 ;
		array[ 68 ] = 8'h  A7 ;
		array[ 69 ] = 8'h  B1 ;
		array[ 70 ] = 8'h  B2 ;
		array[ 71 ] = 8'h  5B ;
		array[ 72 ] = 8'h  46 ;
		array[ 73 ] = 8'h  D3 ;
		array[ 74 ] = 8'h  9F ;
		array[ 75 ] = 8'h  FD ;
		array[ 76 ] = 8'h  D4 ;
		array[ 77 ] = 8'h  0F ;
		array[ 78 ] = 8'h  9C ;
		array[ 79 ] = 8'h  2F ;
		array[ 80 ] = 8'h 9B ;
		array[ 81 ] = 8'h  43 ;
		array[ 82 ] = 8'h  EF ;
		array[ 83 ] = 8'h  D9 ;
		array[ 84 ] = 8'h  79 ;
		array[ 85 ] = 8'h  B6 ;
		array[ 86 ] = 8'h  53 ;
		array[ 87 ] = 8'h  7F ;
		array[ 88 ] = 8'h  C1 ;
		array[ 89 ] = 8'h  F0 ;
		array[ 90 ] = 8'h  23 ;
		array[ 91 ] = 8'h  E7 ;
		array[ 92 ] = 8'h  25 ;
		array[ 93 ] = 8'h  5E ;
		array[ 94 ] = 8'h  B5 ;
		array[ 95 ] = 8'h  1E ;
		array[ 96 ] = 8'h A2 ;
		array[ 97 ] = 8'h  DF ;
		array[ 98 ] = 8'h  A6 ;
		array[ 99 ] = 8'h  FE ;
		array[ 100 ] = 8'h  AC ;
		array[ 101 ] = 8'h  22 ;
		array[ 102 ] = 8'h  F9 ;
		array[ 103 ] = 8'h  E2 ;
		array[ 104 ] = 8'h  4A ;
		array[ 105 ] = 8'h  BC ;
		array[ 106 ] = 8'h  35 ;
		array[ 107 ] = 8'h  CA ;
		array[ 108 ] = 8'h  EE ;
		array[ 109 ] = 8'h  78 ;
		array[ 110 ] = 8'h  05 ;
		array[ 111 ] = 8'h  6B ;
		array[ 112 ] = 8'h 51 ;
		array[ 113 ] = 8'h  E1 ;
		array[ 114 ] = 8'h  59 ;
		array[ 115 ] = 8'h  A3 ;
		array[ 116 ] = 8'h  F2 ;
		array[ 117 ] = 8'h  71 ;
		array[ 118 ] = 8'h  56 ;
		array[ 119 ] = 8'h  11 ;
		array[ 120 ] = 8'h  6A ;
		array[ 121 ] = 8'h  89 ;
		array[ 122 ] = 8'h  94 ;
		array[ 123 ] = 8'h  65 ;
		array[ 124 ] = 8'h  8C ;
		array[ 125 ] = 8'h  BB ;
		array[ 126 ] = 8'h  77 ;
		array[ 127 ] = 8'h  3C ;
		array[ 128 ] = 8'h 7B ;
		array[ 129 ] = 8'h  28 ;
		array[ 130 ] = 8'h  AB ;
		array[ 131 ] = 8'h  D2 ;
		array[ 132 ] = 8'h  31 ;
		array[ 133 ] = 8'h  DE ;
		array[ 134 ] = 8'h  C4 ;
		array[ 135 ] = 8'h  5F ;
		array[ 136 ] = 8'h  CC ;
		array[ 137 ] = 8'h  CF ;
		array[ 138 ] = 8'h  76 ;
		array[ 139 ] = 8'h  2C ;
		array[ 140 ] = 8'h  B8 ;
		array[ 141 ] = 8'h  D8 ;
		array[ 142 ] = 8'h  2E ;
		array[ 143 ] = 8'h  36 ;
		array[ 144 ] = 8'h DB ;
		array[ 145 ] = 8'h  69 ;
		array[ 146 ] = 8'h  B3 ;
		array[ 147 ] = 8'h  14 ;
		array[ 148 ] = 8'h  95 ;
		array[ 149 ] = 8'h  BE ;
		array[ 150 ] = 8'h  62 ;
		array[ 151 ] = 8'h  A1 ;
		array[ 152 ] = 8'h  3B ;
		array[ 153 ] = 8'h  16 ;
		array[ 154 ] = 8'h  66 ;
		array[ 155 ] = 8'h  E9 ;
		array[ 156 ] = 8'h  5C ;
		array[ 157 ] = 8'h  6C ;
		array[ 158 ] = 8'h  6D ;
		array[ 159 ] = 8'h  AD ;
		array[ 160 ] = 8'h 37 ;
		array[ 161 ] = 8'h  61 ;
		array[ 162 ] = 8'h  4B ;
		array[ 163 ] = 8'h  B9 ;
		array[ 164 ] = 8'h  E3 ;
		array[ 165 ] = 8'h  BA ;
		array[ 166 ] = 8'h  F1 ;
		array[ 167 ] = 8'h  A0 ;
		array[ 168 ] = 8'h  85 ;
		array[ 169 ] = 8'h  83 ;
		array[ 170 ] = 8'h  DA ;
		array[ 171 ] = 8'h  47 ;
		array[ 172 ] = 8'h  C5 ;
		array[ 173 ] = 8'h  B0 ;
		array[ 174 ] = 8'h  33 ;
		array[ 175 ] = 8'h  FA ;
		array[ 176 ] = 8'h 96 ;
		array[ 177 ] = 8'h  6F ;
		array[ 178 ] = 8'h  6E ;
		array[ 179 ] = 8'h  C2 ;
		array[ 180 ] = 8'h  F6 ;
		array[ 181 ] = 8'h  50 ;
		array[ 182 ] = 8'h  FF ;
		array[ 183 ] = 8'h  5D ;
		array[ 184 ] = 8'h  A9 ;
		array[ 185 ] = 8'h  8E ;
		array[ 186 ] = 8'h  17 ;
		array[ 187 ] = 8'h  1B ;
		array[ 188 ] = 8'h  97 ;
		array[ 189 ] = 8'h  7D ;
		array[ 190 ] = 8'h  EC ;
		array[ 191 ] = 8'h  58 ;
		array[ 192 ] = 8'h F7 ;
		array[ 193 ] = 8'h  1F ;
		array[ 194 ] = 8'h  FB ;
		array[ 195 ] = 8'h  7C ;
		array[ 196 ] = 8'h  09 ;
		array[ 197 ] = 8'h  0D ;
		array[ 198 ] = 8'h  7A ;
		array[ 199 ] = 8'h  67 ;
		array[ 200 ] = 8'h  45 ;
		array[ 201 ] = 8'h  87 ;
		array[ 202 ] = 8'h  DC ;
		array[ 203 ] = 8'h  E8 ;
		array[ 204 ] = 8'h  4F ;
		array[ 205 ] = 8'h  1D ;
		array[ 206 ] = 8'h  4E ;
		array[ 207 ] = 8'h  04 ;
		array[ 208 ] = 8'h EB ;
		array[ 209 ] = 8'h  F8 ;
		array[ 210 ] = 8'h  F3 ;
		array[ 211 ] = 8'h  3E ;
		array[ 212 ] = 8'h  3D ;
		array[ 213 ] = 8'h  BD ;
		array[ 214 ] = 8'h  8A ;
		array[ 215 ] = 8'h  88 ;
		array[ 216 ] = 8'h  DD ;
		array[ 217 ] = 8'h  CD ;
		array[ 218 ] = 8'h  0B ;
		array[ 219 ] = 8'h  13 ;
		array[ 220 ] = 8'h  98 ;
		array[ 221 ] = 8'h  02 ;
		array[ 222 ] = 8'h  93 ;
		array[ 223 ] = 8'h  80 ;
		array[ 224 ] = 8'h 90 ;
		array[ 225 ] = 8'h  D0 ;
		array[ 226 ] = 8'h  24 ;
		array[ 227 ] = 8'h  34 ;
		array[ 228 ] = 8'h  CB ;
		array[ 229 ] = 8'h  ED ;
		array[ 230 ] = 8'h  F4 ;
		array[ 231 ] = 8'h  CE ;
		array[ 232 ] = 8'h  99 ;
		array[ 233 ] = 8'h  10 ;
		array[ 234 ] = 8'h  44 ;
		array[ 235 ] = 8'h  40 ;
		array[ 236 ] = 8'h  92 ;
		array[ 237 ] = 8'h  3A ;
		array[ 238 ] = 8'h  01 ;
		array[ 239 ] = 8'h  26 ;
		array[ 240 ] = 8'h 12 ;
		array[ 241 ] = 8'h  1A ;
		array[ 242 ] = 8'h  48 ;
		array[ 243 ] = 8'h  68 ;
		array[ 244 ] = 8'h  F5 ;
		array[ 245 ] = 8'h  81 ;
		array[ 246 ] = 8'h  8B ;
		array[ 247 ] = 8'h  C7 ;
		array[ 248 ] = 8'h  D6 ;
		array[ 249 ] = 8'h  20 ;
		array[ 250 ] = 8'h  0A ;
		array[ 251 ] = 8'h  08 ;
		array[ 252 ] = 8'h  00 ;
		array[ 253 ] = 8'h  4C ;
		array[ 254 ] = 8'h  D7 ;
		array[ 255 ] = 8'h  74 ;
	end
	assign output_bytes = array[input_bytes];
endmodule
==> design/flow/run.sh <==
#!/bin/bash
# OpenROAD 26Q1-2900-gdf79404cd8, Yosys 0.63+post, stock flow scripts
make -C /OpenROAD-flow-scripts/flow DESIGN_CONFIG=/design/flow/config.mk WORK_HOME=/design/flow/orfs finish
==> design/flow/config.mk <==
export PLATFORM = sky130hd
export DESIGN_NAME = S_convertion_revers
export DESIGN_NICKNAME = S_convertion_revers
export VERILOG_FILES = /design/flow/design.v
export SDC_FILE = /design/flow/constraint.sdc
export NUM_CORES = 4
export LEC_CHECK = 1
export CORE_UTILIZATION = 40
==> design/flow/constraint.sdc <==
current_design S_convertion_revers

set clk_period 3.7
set clk_io_pct 0.2

create_clock -name clk0 -period $clk_period

set non_clock_inputs [all_inputs -no_clocks]
set_input_delay [expr $clk_period * $clk_io_pct] -clock clk0 $non_clock_inputs
set_output_delay [expr $clk_period * $clk_io_pct] -clock clk0 [all_outputs]
==> CHANGELOG.md <==
## Implementation

* Min Tclk post-route at 3.71 ns
* Pin count of the biggest net entering global routing at 41
* Vias post-DR at 5,396
* Crit. path cell count at 11
* DP Area at 4730 sq um
* P_int at 0.320 mW
* Slew at the pin with the worst max-slew slack at 0.588 ns
* I/O Buffers at 16
* Pre-Repair DR Iteration Count at 5
* Row cnt at 33
* CORE AREA at 8300 sq um
* Vias in the first global route at 4,979
* Ratio of cells with drive above 1 in the final layout at 33.5%
* Dpl ws at -0.674 ns
* FMAX at 269 MHz
* Antenna viol nets, final at 0
* Placed instance count at 774
* Switching Share at 56.0%
* WL per Instance at 25.7 um
* CP endpoint: output_bytes[7]
* Remaining DRCs at 0
* Final Cell Area at 4970 sq um
* Syn Inst Count at 553
* Dpl hpwl at 15.5 mm
* Endpoints failing setup at 1
* Layout Utilization at 59.9%
* CLK BUF at 0
* Gpl congestion at 1.18
* Design Power at 0.727 mW
* Non-filler cells, final at 776
* Number of diodes at 0
* Worst path cell trace: buf_2 -> buf_8 -> buf_4 -> ha_4 -> buf_4 -> nand2_1 -> nand2_1 -> mux4_2 -> o311ai_2 -> a41oi_2 -> clkdlybuf4s50_1
* Post-synth area hogs: a21oi_1 (8.0%), ha_1 (6.5%), o21ai_0 (6.1%), nor2_1 (5.2%), buf_2 (4.9%)
* Flop pwr share at 0%
* Clk network pwr share at 0%
* WS Path Type: in2out
* Total GRT Usage at 46.6%
* Total wire length at 19.9 mm
* Tool Warnings at 48
* Post-layout period usage at 100%
* Failing checks: setup timing
* Slew Limit Fails at 0
* Logic pwr share at 100.0%
* Area Growth Syn to Fin at 44.1%
* Buf+Inv Stages, Crit Path at 5
* Leakage at 2.08 nW
* # hold bufs at CTS at 0
* Yosys Chip Area at 3450 sq um
* Fp_density at 41.6%
* Psw at 0.407 mW
* Worst slew margin at 60.7%
* Fillcell total at 784
* Largest area contributor in the synthesized netlist: a21oi_1
* Routed vias/inst at 6.95
* Cell Area, Synth at 3450 sq um
* Unique cell types at 65
* Hold Vio Cnt, Final at 0
* First-pass GRT wire length at 30.1 mm
* GR Overflow Total at 0
* Fin Setup TNS at -0.0137 ns
* Initial antenna violation count at 0
* Syn. warnings at 1
* Setup crit start kind: input pin
* Flop Count at 0
* Mean Syn Cell Area at 6.24 sq um
* Worst EP arrival at 2.97 ns
* Cell Pwr Density at 146 nW/um^2
* IO Count at 16
* Maxcap violations at 0
* Outcome: finished, violations left
* Register area at 0 sq um
* Worst min path class: in2out
* VDD IR-drop max at 0.0875 mV
* Initial DRC count at 610
* Crit. End Element: output port
* CP Max Fanout at 10
* Unrepaired setup endpoints after global routing: true
* CP max stage cell: mux4_2
* Worst setup margin at -0.0137 ns
* Die H at 94.9 um
* Chip area at 9000 sq um
* Crit path launch: input_bytes[1]
* Die span in x at 94.9 um
* CP max stage delay at 0.48 ns
* CP required at 2.96 ns
* Post-synth top area share at 7.98%
* Yosys Instances at 553
* Top Family by Delay on Critical Path: buffers and inverters
* Register share after synthesis at 0%
* Worst hold slack at 2.33 ns
==> power groups by stage <==
stage,Sequential (mW),Combinational (mW),Clock [mW]
4_1_cts,0,0.682,0
5_1_grt,0,0.758,0
6_report,0,0.727,0
==> cell usage after synthesis (8+ instances only) <==
master / number
a211oi_1: 16
a21oi_1: 55
a311oi_1: 13
a31oi_1: 11
buf_2: 34
clkbuf_1: 24
ha_1: 18
inv_1: 10
mux2i_1: 10
nand2_1: 43
nand2b_1: 24
nand3_1: 33
nand4_1: 8
nor2_1: 48
nor2b_1: 16
nor3_1: 13
o2111ai_1: 9
o211ai_1: 11
o21ai_0: 42
o311ai_0: 8
==> routing by layer <==
metal | vias up | share of wire (%) | GRT usage (%)
met5 | - | 0 | 0
met4 | 0 | 7.6 | 24.2
met3 | 132 | 15 | 15.6
met2 | 489 | 38 | 65.4
met1 | 2404 | 39 | 62.8
li1 | 2371 | - | -
==> tightest hold or removal path, stage by stage <==
cell            delay (ns)
buf_4                 0.14
or3_1                 0.15
a21oi_1               0.07
nor4_1                0.27
nor4_1                0.10
dlymetal6s2s_1        0.12
==> worst min-delay path by stage <==
stage,start,endpoint,depth (start not counted)
finish,input_bytes[3],output_bytes[6],6
global route,input_bytes[3],output_bytes[6],6
CTS,input_bytes[3],output_bytes[6],6
==> area by class of cell <==
class / count / area, sq um / share of cell area (%)
multi-input cells: 472 / 3230 / 65.0
well taps: 105 / 131 / 2.64
inverters: 10 / 46.3 / 0.931
repair buffers: 189 / 1560 / 31.4
==> repair_timing <==
action	in CTS	in global routing
setup buffers	1	1
pin swaps	6	16
resized	42	28
gates cloned	0	0
setup endpoints to repair	8	8
hold endpoints to repair	0	0
==> cell usage in the layout (no fill, tap or decap), types with 7 or more instances in the layout <==
master,instances
buf_4,163
a21oi_1,53
nor2_1,45
nand2_1,42
o21ai_0,38
nand3_1,33
nand2b_1,21
a211oi_1,15
nor2b_1,14
nor3_1,13
a311oi_1,12
a31oi_1,11
o211ai_1,11
ha_1,11
mux2i_1,9
o2111ai_1,9
o21ai_1,8
nand4_1,8
inv_1,7
o22ai_1,7
buf_12,7
==> cells by family after synthesis <==
logic type	share of synthesized area (%)
AOI/OAI and AO/OA	44.8
adders and majority gates	6.53
buffers and inverters	11.9
muxes	5.51
and+or+nand+nor	31.3
Power and IR drop assume default switching activity.
